==> design/flow/config.mk <==
export PLATFORM = sky130hd
export DESIGN_NAME = inOutControl
export DESIGN_NICKNAME = inOutControl
export VERILOG_FILES = /design/flow/design.v
export SDC_FILE = /design/flow/constraint.sdc
export NUM_CORES = 4
export LEC_CHECK = 1
export CORE_UTILIZATION = 40
==> design/flow/constraint.sdc <==
current_design inOutControl

set clk_period 3.1
set clk_io_pct 0.2

create_clock -name clk0 -period $clk_period [get_ports {clk}]

set non_clock_inputs [all_inputs -no_clocks]
set_input_delay [expr $clk_period * $clk_io_pct] -clock clk0 $non_clock_inputs
set_output_delay [expr $clk_period * $clk_io_pct] -clock clk0 [all_outputs]
==> design/flow/design.v <==
module inOutControl (
    clk,
    key0_debounce,
    key1_debounce,
    key0_pulse,
    key1_pulse,
    sw,
    memDone,
    read_data,
    modeOutput,  
    memoryAddress,  
    write_data,  
    displayData,  
    ioDone,     
	 out_state,
	 reset_out
);
    input   logic         clk;
    input   logic         key0_debounce;
    input   logic         key1_debounce;
    input   logic         key0_pulse;
    input   logic         key1_pulse;
    input   logic [8:0]   sw;
    input   logic         memDone;
    input   logic [15:0]  read_data;
    output  logic [1:0]   modeOutput;
    output  logic [24:0]  memoryAddress;  
    output  logic [15:0]  write_data;  
    output  logic [15:0]  displayData;  
    output  logic         ioDone;      
    output  logic [12:0]  out_state;
	 output 	logic			  reset_out;
    logic [15:0] realDisplay;
    typedef enum logic [12:0] {
        RESET =      13'b0000000000001,
	    IDLE = 	     13'b0000000000010,
        READ_ST0 =   13'b0000000000100,
        READ_ST1 =   13'b0000000001000,
        READ_ST2 =   13'b0000000010000,
        READ_WAIT =  13'b0000000100000,
        READ_DONE =  13'b0000001000000,
        WRITE_ST0 =  13'b0000010000000,
        WRITE_ST1 =  13'b0000100000000,
        WRITE_ST2 =  13'b0001000000000,
        WRITE_ST3 =  13'b0010000000000,
        WRITE_ST4 =  13'b0100000000000,
        WRITE_WAIT = 13'b1000000000000
	} io_statetype;
    io_statetype STATE;
    always_ff @(posedge clk)
    begin
        if(key0_debounce === 1'b1 && key1_debounce === 1'b1) begin
            STATE <= RESET;
		  end
        else 
        case(STATE)
            RESET: begin
                if(key0_pulse) begin
                    STATE <= IDLE;
                    memoryAddress <= 25'b0;
                    write_data <= 16'b0;
                    displayData <= displayData;
                end
                else begin
                    STATE <= RESET;
                    memoryAddress <= 25'b0;
                    write_data <= 16'b0;
                    displayData <= displayData;
                end
            end
            IDLE: begin
                if(key0_pulse) begin
                    STATE <= READ_ST0;
                    memoryAddress <= 25'b0;
                    write_data <= 16'b0;
                    displayData <= displayData;						  
                end
                else begin
                    STATE <= IDLE;
                    memoryAddress <= 25'b0;
                    write_data <= 16'b0;
                    displayData <= displayData;
                end
            end
            READ_ST0: begin
                if(key0_pulse) begin
                    STATE <= WRITE_ST0;
                    memoryAddress <= 25'b0;
                    write_data <= 16'b0;
                    displayData <= displayData;
                end
                else if(key1_pulse) begin
                    STATE <= READ_ST1;
                    memoryAddress [7:0] <= sw[7:0];
                    write_data <= 16'b0;
                    displayData <= displayData;
                end
                else begin
                    STATE <= READ_ST0;
                    memoryAddress <= memoryAddress;
                    write_data <= write_data;
                    displayData <= displayData;
                end
            end
            READ_ST1: begin
                if(key0_pulse) begin
                    STATE <= READ_ST1;
                    memoryAddress <= memoryAddress;
                    write_data <= write_data;
                    displayData <= displayData;
                end
                else if(key1_pulse) begin
                    STATE <= READ_ST2;
                    memoryAddress [15:8] <= sw[7:0];
                    write_data <= 16'b0;
                    displayData <= displayData;
                end
                else begin
                    STATE <= READ_ST1;
                    memoryAddress <= memoryAddress;
                    write_data <= write_data;
                    displayData <= displayData;
                end
            end
            READ_ST2: begin
                if(key0_pulse) begin
                    STATE <= READ_ST2;
                    memoryAddress <= memoryAddress;
                    write_data <= write_data;
                    displayData <= displayData;
                end
                else if(key1_pulse) begin
                    STATE <= READ_WAIT;
                    memoryAddress [24:16] <= sw[8:0];
                    write_data <= 16'b0;
                    displayData <= displayData;
                end
                else begin
                    STATE <= READ_ST2;
                    memoryAddress <= memoryAddress;
                    write_data <= write_data;
                    displayData <= displayData;
                end
            end
            READ_WAIT: begin
                if(memDone) begin
                    STATE <= READ_DONE;
                    memoryAddress <= memoryAddress;
                    write_data <= write_data;
                    displayData <= read_data;
                end
                else begin
                    STATE <= READ_WAIT;
                    memoryAddress <= memoryAddress;
                    write_data <= write_data;
                    displayData <= displayData;
                end
            end
            READ_DONE: begin
                if(key0_pulse) begin
                    STATE <= IDLE;
                    memoryAddress <= 25'b0;
                    write_data <= 16'b0;
                    displayData <= displayData;
                end
                else begin
                    STATE <= READ_DONE;
                    memoryAddress <= memoryAddress;
                    write_data <= write_data;
                    displayData <= displayData;
                end
            end
            WRITE_ST0: begin
                if(key0_pulse) begin
                    STATE <= READ_ST0;
                    memoryAddress <= 25'b0;
                    write_data <= 16'b0;
                    displayData <= displayData;
                end
                else if(key1_pulse) begin
                    STATE <= WRITE_ST1;
                    memoryAddress [7:0] <= sw[7:0];
                    write_data <= 16'b0;
                    displayData <= displayData;
                end
                else begin
                    STATE <= WRITE_ST0;
                    memoryAddress <= memoryAddress;
                    write_data <= write_data;
                    displayData <= displayData;
                end
            end
            WRITE_ST1: begin
                if(key0_pulse) begin
                    STATE <= WRITE_ST1;
                    memoryAddress <= memoryAddress;
                    write_data <= 16'b0;
                    displayData <= displayData;
                end
                else if(key1_pulse) begin
                    STATE <= WRITE_ST2;
                    memoryAddress [15:8] <= sw[7:0];
                    write_data <= 16'b0;
                    displayData <= displayData;
                end
                else begin
                    STATE <= WRITE_ST1;
                    memoryAddress <= memoryAddress;
                    write_data <= write_data;
                    displayData <= displayData;
                end
            end
            WRITE_ST2: begin
                if(key0_pulse) begin
                    STATE <= WRITE_ST2;
                    memoryAddress <= memoryAddress;
                    write_data <= 16'b0;
                    displayData <= displayData;
                end
                else if(key1_pulse) begin
                    STATE <= WRITE_ST3;
                    memoryAddress [24:16] <= sw[8:0];
                    write_data <= 16'b0;
                    displayData <= displayData;
                end
                else begin
                    STATE <= WRITE_ST2;
                    memoryAddress <= memoryAddress;
                    write_data <= write_data;
                    displayData <= displayData;
                end
            end
            WRITE_ST3: begin
                if(key0_pulse) begin
                    STATE <= WRITE_ST3;
                    memoryAddress <= memoryAddress;
                    write_data <= write_data;
                    displayData <= displayData;
                end
                else if(key1_pulse) begin
                    STATE <= WRITE_ST4;
                    memoryAddress <= memoryAddress;
                    write_data [7:0] <= sw[7:0];
                    displayData <= displayData;
                end
                else begin
                    STATE <= WRITE_ST3;
                    memoryAddress <= memoryAddress;
                    write_data <= write_data;
                    displayData <= displayData;
                end
            end
            WRITE_ST4: begin
                if(key0_pulse) begin
                    STATE <= WRITE_ST4;
                    memoryAddress <= memoryAddress;
                    write_data <= write_data;
                    displayData <= displayData;
                end
                else if(key1_pulse) begin
                    STATE <= WRITE_WAIT;
                    memoryAddress <= memoryAddress;
                    write_data [15:8] <= sw[7:0];
                    displayData <= displayData;
                end
                else begin
                    STATE <= WRITE_ST4;
                    memoryAddress <= memoryAddress;
                    write_data <= write_data;
                    displayData <= displayData;
                end
            end
            WRITE_WAIT: begin
                if(memDone) begin
                    STATE <= IDLE;
                    memoryAddress <= 25'b0;
                    write_data <= 16'b0;
                    displayData <= displayData;
                end
                else begin
                    STATE <= WRITE_WAIT;
                    memoryAddress <= memoryAddress;
                    write_data <= write_data;
                    displayData <= displayData;
                end
            end
            default: begin
                STATE <= IDLE;
                memoryAddress <= 25'b0;
                write_data <= 16'b0;
                displayData <= displayData;
            end
        endcase
    end
    always_comb
    begin
        case(STATE)
            RESET: begin
                ioDone <= 1'b0;
                modeOutput <= 2'b00;
                reset_out <= 1'b1;
            end
            IDLE: begin
                ioDone <= 1'b0;
                modeOutput <= 2'b00;
                reset_out <= 1'b0;
            end
            READ_ST0: begin
                ioDone <= 1'b0;
                modeOutput <= 2'b01;
                reset_out <= 1'b0;
            end
            READ_ST1: begin
                ioDone <= 1'b0;
                modeOutput <= 2'b01;
                reset_out <= 1'b0;
            end
            READ_ST2: begin
                ioDone <= 1'b0;
                modeOutput <= 2'b01;
                reset_out <= 1'b0;
            end
            READ_WAIT: begin
                ioDone <= 1'b1;
                modeOutput <= 2'b01;
				reset_out <= 1'b0;
            end
            READ_DONE: begin
                ioDone <= 1'b0;
                modeOutput <= 2'b00;
                reset_out <= 1'b0;
            end
            WRITE_ST0: begin
                ioDone <= 1'b0;
                modeOutput <= 2'b10;
                reset_out <= 1'b0;
            end
            WRITE_ST1: begin
                ioDone <= 1'b0;
                modeOutput <= 2'b10;
                reset_out <= 1'b0;
            end
            WRITE_ST2: begin
                ioDone <= 1'b0;
                modeOutput <= 2'b10;
                reset_out <= 1'b0;
            end
            WRITE_ST3: begin
                ioDone <= 1'b0;
                modeOutput <= 2'b10;
                reset_out <= 1'b0;
            end
            WRITE_ST4: begin
                ioDone <= 1'b0;
                modeOutput <= 2'b10;
                reset_out <= 1'b0;
            end
            WRITE_WAIT: begin
                modeOutput <= 2'b10;
                reset_out <= 1'b0;
                ioDone <= 1'b1;
            end
            default: begin
                ioDone <= 1'b0;
                modeOutput <= 2'b00;
                reset_out <= 1'b0;
            end
        endcase
    end
    assign out_state = STATE;
endmodule
==> design/flow/run.sh <==
#!/bin/bash
# OpenROAD 26Q1-2900-gdf79404cd8, Yosys 0.63+post, stock flow scripts
make -C /OpenROAD-flow-scripts/flow DESIGN_CONFIG=/design/flow/config.mk WORK_HOME=/design/flow/orfs finish
==> results.txt <==
Physical implementation

The overall power consumption is 0.00242 W. The die is 91.0 µm wide. The starting utilization of the core area is 0.412. The worst setup path is captured at an output port. Warnings reported by Yosys during synthesis add up to 1. The share of total power dissipated in the clock network is 0.366. The register share of total power is 0.459.

The total placed instance area is 4400 µm². The final max-slew violation count is 0. The total CTS buffers is 9.

The timing report shows that the slowest cell on the worst path is sky130_fd_sc_hd__or4_4. Per the synth stats, the flop cell with the highest instance count is sky130_fd_sc_hd__edfxtp_1. For this run the detailed placement stage logged an HPWL of 5.75 mm. Per the GRT congestion report, total overflow comes to 0. Note that the worst hold path type here is flip-flop to flip-flop.

The critical path class is flip-flop to output port. Setup repair after global routing left no endpoint under its margin. TritonCTS built the clock tree.

The share of the Yosys chip area taken by registers is 0.622. The script computed the net switching share of total power as 0.239. The start point of the worst hold path is write_data[3].

The post-synthesis share of cell area spent on and, or, nand and nor gates is 0.218. The boundary pin count is 105. The netlist uses 47 different library cells. 0 antenna diodes ended up in the layout. The net switching power of the design is 0.000579 W. The critical path data required time is 2.48 ns. After the flow finishes, the layout carries non-filler instances totaling 481.

The run finished with clean final reports. The DRC violation total left in the routed layout is recorded as 0. Per the synthesis report, the AND-OR/OR-AND share of the synthesized area is 0.124. The max capacitance violation total is 0. The report puts the hold buffer count at CTS at 0. The fraction of layout cells with a size suffix above 1 is 0.182. The total wire length after detailed routing is 7.97 mm. Counting both buffers and inverters, the worst setup path holds a total of 2. The number of placement rows is 32. In the routed layout, each cell is associated on average with a via count of 5.18. After its last routability iteration, the placer logged a weighted congestion of 0.868. In this run the tightest slew margin relative to its limit is 0.519. The cell chosen for the clock root is sky130_fd_sc_hd__clkbuf_8. In the final run the clock tree shows a worst skew of 0.0123 ns. The initial antenna violation count is 0. The final critical delay including setup and external delays is 3.04 ns.

Per the CTS log, the maximum H-tree level is 3. The power per cell area is 512 nW/µm². The worst-case IR drop observed on VDD is 0.296 mV. Measured against the total synthesized area, the mux share comes to 0. In the synthesized netlist, the dominant kind of combinational cell is simple AND/OR/NAND/NOR gates.

The number of global-route vias before repair is 2313. The worst hold slack after final layout is 0.576 ns. Synthesis produced a netlist whose cell count is 252. The post-synthesis adder-cell area fraction is 0. The most critical setup path has its startpoint at STATE[6].

Of the total power, combinational logic draws 0.174. The CTS log lists the clock sinks for this run as 70. The overall die area is 8280 µm².

Broken down by cell family, the worst path's largest delay share belongs to simple AND/OR/NAND/NOR gates. The final antenna-violating net count is 0. The final report lists the setup-violating endpoint count as 0. Derived from the worst setup path, the maximum achievable clock frequency is 329 MHz.

The aggregate global-route resource usage is 0.206. The first global-routing pass estimated 12.3 mm of wire. The cell total in the yosys stat output is 252. Counting tap cells, the placed design contains a total of 461 instances.

The clock passes through at most 2 buffers. Per the detail_route report, the via count comes to 2493. The cell-mix breakdown from Yosys lists the XOR/XNOR area share as 0.0111. For this sky-water flow run, the detailed-routed wirelength per cell is reported as 16.6 µm. The per-instance average area after synthesis is 12.6 µm². The worst setup path is launched from a flip-flop.

For the completed layout, the total cell area is recorded as 4730 µm². The pin count of the biggest net entering global routing is 17. Counting the fill cells in the layout gives 611. The length of the first detailed-routing pass in iterations is 4. Looking at the reg2reg group, the worst path starts from STATE[7]. The post-synthesis async set-or-reset flop share is 0. In this run, synthesis inferred 57 flip-flops with an integrated enable. The report lists the cells along the critical path as or4_4 > buf_4 > nor4_4 > a211o_2 > clkdlybuf4s50_1. Per the OpenROAD floorplan log, the area of the core is 7690 µm².

The synthesized netlist occupies a cell area of 3170 µm². Yosys reported a register bit count of 70. The port buffer count is 104. The delay of the slowest cell on the worst path is 0.56 ns. The clock transition time at the flip-flop clock pins of the worst setup and hold paths is 0.08 ns. The number of violations reported at the end of detailed-routing iteration 0 is 105. The skew report gives the latency at the later pin of the worst-skew pair as 0.34 ns. The yosys synthesis chip area is 3170 µm². The die outline height is 91.0 µm. The leakage dissipation is 1.73 nW. The flow measured a signed area growth from synthesis to layout of 49.4%. Summed over all failing endpoints, the final setup total negative slack is 0 ns. The final hold violation count recorded for this run is 0.

The OpenROAD report gives the critical path a data arrival time of 2.42 ns. Internal power comes to 0.00184 W. Summing over the stages, the warning tally comes to 26. The maximum fanout encountered on the critical timing path is 7. At the pin with the least slew margin, the transition time is 0.719 ns.

In the finished design, the share of the clock period the worst path needs comes to 0.982.
==> cell usage in the layout, fill, tap and decap left out, types with 4 or more instances in the layout <==
cell type	instances
sky130_fd_sc_hd__buf_4	19
sky130_fd_sc_hd__a22o_1	16
sky130_fd_sc_hd__dfxtp_1	7
sky130_fd_sc_hd__nor4_4	5
sky130_fd_sc_hd__nor3_1	5
sky130_fd_sc_hd__inv_1	4
sky130_fd_sc_hd__nand3_1	6
sky130_fd_sc_hd__clkbuf_8	9
sky130_fd_sc_hd__or2_2	4
sky130_fd_sc_hd__nor2_1	18
sky130_fd_sc_hd__nand2_1	15
sky130_fd_sc_hd__edfxtp_1	57
sky130_fd_sc_hd__clkdlybuf4s50_1	104
sky130_fd_sc_hd__and2_1	26
sky130_fd_sc_hd__dfxtp_2	6
sky130_fd_sc_hd__a21oi_1	16
==> path summary, 6_finish.rpt <==
kind                  endpoint  slack, ns  cells after the start
min reg2reg      write_data[3]       0.58                      1
max              modeOutput[1]       0.06                      5
max reg2reg  memoryAddress[22]       0.45                      6
min              write_data[3]       0.58                      1
==> Yosys cell counts, drive strengths merged, types with 2 or more instances <==
master	n	area, µm²
nand4b	3	26.3
or2	5	31.3
xnor2	2	17.5
dfxtp	13	260
clkbuf	6	22.5
or3b	2	17.5
a21oi	17	88.8
buf	6	40.0
nor4	11	128
or4b	3	30.0
or4	4	30.0
a22o	16	140
xor2	2	17.5
nor3	6	30.0
a31oi	2	12.5
nand2	15	56.3
o21ai	5	40.0
inv	4	15.0
nand2b	3	18.8
nand4	2	12.5
a2111oi	2	17.5
nor2	18	67.6
and4b	2	20.0
o31ai	2	15.0
edfxtp	57	1710
nand3	6	30.0
and2	26	163
==> power by group through the flow <==
stage	clock (W)	combinational, W	sequential [W]
4_1_cts	0.000913	0.000386	0.00111
5_1_grt	0.000947	0.000456	0.00112
6_report	0.000888	0.000423	0.00111
==> registers in the layout, indices dropped and copies added, names as in the netlist <==
signal / flops
STATE: 13
memoryAddress: 25
displayData: 16
write_data: 16
==> cells by family (layout without fill, tap and decap cells) <==
family                    Yosys count  count (layout)
AOI/OAI and AO/OA                  52              52
xor gates and xnor gates            4               4
buffers and inverters              16             143
DFF                                70              70
and+or+nand+nor                   110             110
==> metrics by stage <==
step / utilization / setup WS [ns]
floorplan: - / 0.189
global placement: 0.572 / 0.286
detailed placement: 0.572 / 0.259
CTS: 0.607 / -0.0705
global route: 0.616 / 0.00116
finish: 0.616 / 0.0571
==> final cells by class <==
type	instances	area [µm²]	area share
Clock buffer	9	124	0.0262
Clock inverter	7	120	0.0254
Inverter	4	15.0	0.00317
Multi-Input combinational cell	166	1180	0.250
Sequential cell	70	1980	0.418
Tap cell	102	128	0.0270
Timing Repair Buffer	123	1180	0.250
==> what timing repair did <==
item / 4_1_cts / 5_1_grt
pin swaps: 0 / 4
gates resized: 6 / 9
setup endpoints to repair: 3 / 3
setup buffers: 0 / 4
==> per-layer routing <==
metal | track usage | vias to the layer above | wire length (µm)
met2 | 0.306 | 113 | 3760
met1 | 0.336 | 1164 | 3520
met5 | 0 | - | 0
li1 | - | 1208 | -
met3 | 0.0493 | 8 | 552
met4 | 0.0437 | 0 | 131
Power and IR drop assume default switching activity.
