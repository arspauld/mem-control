**flow/run.sh**
```bash
#!/bin/bash
# OpenROAD 26Q1-2900-gdf79404cd8, Yosys 0.63+post, stock flow scripts
make -C /OpenROAD-flow-scripts/flow DESIGN_CONFIG=/design/flow/config.mk WORK_HOME=/design/flow/orfs finish
```
**flow/design.v**
```verilog
module hexDriver(
    input [4:0] inVal,
    output reg [7:0] outVal
);
always@(inVal)
begin
    case (inVal)
        5'd0  : outVal = 8'hC0;  
        5'd1  : outVal = 8'hF9;  
        5'd2  : outVal = 8'hA4;  
        5'd3  : outVal = 8'hB0;  
        5'd4  : outVal = 8'h99;  
        5'd5  : outVal = 8'h92;  
        5'd6  : outVal = 8'h82;  
        5'd7  : outVal = 8'hF8;  
        5'd8  : outVal = 8'h80;  
        5'd9  : outVal = 8'h90;  
        5'd10 : outVal = 8'h88;  
        5'd11 : outVal = 8'h83;  
        5'd12 : outVal = 8'hC6;  
        5'd13 : outVal = 8'hA1;  
        5'd14 : outVal = 8'h86;  
        5'd15 : outVal = 8'h8E;  
        5'd16 : outVal = 8'hAF;  
        5'd17 : outVal = 8'hA1;  
        5'd18 : outVal = 8'h87;  
        5'd19 : outVal = 8'hF7;  
        5'd20 : outVal = 8'hBF;  
		5'd21 : outVal = 8'hAB;  
        5'd22 : outVal = 8'h7F;  
        5'd23 : outVal = 8'hC7;  
        5'd24 : outVal = 8'hC1;  
        default : outVal = 8'hFF;  
    endcase
end
endmodule
```
**flow/constraint.sdc**
```tcl
current_design hexDriver

set clk_period 1.8
set clk_io_pct 0.2

create_clock -name clk0 -period $clk_period

set non_clock_inputs [all_inputs -no_clocks]
set_input_delay [expr $clk_period * $clk_io_pct] -clock clk0 $non_clock_inputs
set_output_delay [expr $clk_period * $clk_io_pct] -clock clk0 [all_outputs]
```
**flow/config.mk**
```make
export PLATFORM = sky130hd
export DESIGN_NAME = hexDriver
export DESIGN_NICKNAME = hexDriver
export VERILOG_FILES = /design/flow/design.v
export SDC_FILE = /design/flow/constraint.sdc
export NUM_CORES = 4
export LEC_CHECK = 1
export CORE_AREA = 10 10 70 70
export DIE_AREA = 0 0 80 80
```
==> ci_impl_report.md <==
### Yosys + OpenROAD results

| Metric | Value |
|---|---|
| List of cells traversed by the critical path | buf_8 -> buf_8 -> ha_4 -> mux4_2 -> o2bb2ai_2 -> buf_2 |
| Port Buffer Count | 13 |
| Init Core Util | between 10% and 20% |
| Pin count of the biggest net entering global routing | 12 |
| Layout clock buffers | 0 |
| Cell with the most instances after synthesis | sky130_fd_sc_hd__ha_1 |
| Area of the mapped netlist | 465.4 sq um |
| Fraction of layout instances using a drive strength above 1 | 62.50% |
| Antenna diode count | 0 |
| Largest cells by area | sky130_fd_sc_hd__ha_1, sky130_fd_sc_hd__o211ai_1, sky130_fd_sc_hd__mux2_2 |
| Area growth from synthesis to layout | 114.5% |
| Highest cell delay on the worst timing path | 470 ps |
| Number of cells produced by synthesis | 61 |
| Power per cell area | 222.7 nW/um^2 |
| # DRC | 0 |
| Dominant kind of combinational cell | AND-OR/OR-AND gates |
| Number of nets with antenna violations after routing | 0 |
| Peak supply drop | 86.69 uV |
| Die Height | 80 um |
| Post-cts hold-fix buffer tally | 0 |
| Post-synth seq share | 0% |
| Number of DRC violations after detailed-routing iteration 0 | between 70 and 80 |
| Post-route fraction of the period consumed by the critical path | 102.5% |
| Number of maximum-capacitance constraint violations | 0 |
| Critical path arrival | 1490 ps |
| Cell Type Count | 27 |
| Crit path kind | input port to primary output |
| Final worst-path setup slack | -45.68 ps |
| Flop count | 0 |
| Max Fclk | 0.5418 GHz |
| Sequential Area | 0 sq um |
| Top cells by count, synth | sky130_fd_sc_hd__ha_1, sky130_fd_sc_hd__inv_1, sky130_fd_sc_hd__o211ai_1, sky130_fd_sc_hd__o21ai_0, sky130_fd_sc_hd__nand2_1 |
| Vias per std cell | 4.225 |
| Type of origin of the critical path | input port |
| Kind of capture point of the worst setup path | primary output |
| Simple share | 18.28% |
| Top area contributor share | 21.51% |
| Pins Over Slew Limit | 0 |
| Power consumption | 0.2223 mW |
| Detailed Place HPWL | 1.039 mm |
| Adder share | 21.51% |
| Cell at the slowest stage of the critical path | sky130_fd_sc_hd__mux4_2 |
| Count of warning messages emitted by the tools | 41 |
| Overall via count from detail_route | around 600 |
| I/O pins | 13 |
| Chip area estimate from yosys synthesis | 465.4 sq um |
| LEAKAGE | 0.4209 nW |
| Data required time at the worst endpoint | 1440 ps |
| Aoi share | between 20% and 30% |
| Horizontal extent of the die | 80 um |
| Count of final hold-check violations | 0 |
| Average wire length per cell after detail routing | 12.41 um |
| Result of the run | finished with violations |
| Minimum period implied by the final worst setup slack | 1846 ps |
| Iteration tally of the first detailed-router pass | 4 |
| Synthesis Warnings | 1 |
| Initial antenna violation count | 0 |
| Largest fanout on the critical path | 5 |
| Final Routed Wirelength | 1.762 mm |
| Num rows | 21 |
| Global-route usage over all layers | ~5.3% |
| First-pass GRT wire length | 2.911 mm |
| Final setup viols | 1 |
| Worst hold slack after final layout | 1236 ps |
| Per-instance average area after synthesis | 7.630 sq um |
| Std-Cell Core Area | around 3400 sq um |
| Violations in the final reports | negative setup slack |
| Filler cells | 350 |
| Type of the most critical hold path | input port to primary output |
| Most used cell, CP | sky130_fd_sc_hd__buf_8 |
| Biggest area consumer among synthesized cells | sky130_fd_sc_hd__ha_1 |
| XOR Share, Synth | 0% |
| Final core area utilization | 29.23% |
| Global placement routability congestion | around 0.83 |
| Area fraction in mux cells | between 10% and 20% |
| Tightest slew margin relative to the limit | 86.12% |
| Leftover overflow at the end of global routing | 0 |
| Overall chip area | between 6000 and 7000 sq um |
| Transition time at the pin with the least slew margin | 207.7 ps |
| Vias in the first global route | ~600 |
| RSZ-0062 raised after global routing | yes |
| Ys cells | 61 |
==> critical path: cells and delay by family <==
kind	cells	cell delay (ps)
multiplexers	1	470
buffers and inverters	3	350
AND-OR/OR-AND	1	130
adder cells (fa/ha/maj)	1	170
==> path summary, 6_finish.rpt <==
path         to  slack (ps)  startpoint  depth (start not counted)
max   outVal[3]         -50    inVal[0]                          6
min   outVal[6]        1240    inVal[1]                          5
==> kinds of logic (layout without fill, tap and decap cells) <==
kind of cell | count (synthesis) | count (layout)
and+or+nand+nor | 15 | 15
muxes | 7 | 7
buffers and inverters | 10 | 45
adders and majority gates | 8 | 8
AOI/OAI and AO/OA | 21 | 21
==> layer usage <==
metal  GRT usage (%)  vias to the layer above  routed length, um  share of wire, %
met1           7.992                      290                926                53
met3          0.6818                        0                 57               3.2
li1                -                      301                  -                 -
met4               0                        0                  0                 0
met5               0                        -                  0                 0
met2           8.266                        9                778                44
==> placed cells by master, fill, tap and decap left out, types with 3 or more instances in the layout <==
master,count
sky130_fd_sc_hd__buf_8,4
sky130_fd_sc_hd__o211ai_1,5
sky130_fd_sc_hd__o21ai_0,3
sky130_fd_sc_hd__buf_2,6
sky130_fd_sc_hd__mux2_4,3
sky130_fd_sc_hd__ha_4,5
sky130_fd_sc_hd__buf_6,7
sky130_fd_sc_hd__nand2_1,4
sky130_fd_sc_hd__clkbuf_2,3
sky130_fd_sc_hd__buf_4,15
sky130_fd_sc_hd__mux2i_1,3
==> power breakdown <==
part           switching, mW  internal [mW]  total (mW)
clock                      0              0           0
sequential                 0              0           0
combinational         0.0922          0.130       0.222
==> final cells by class <==
cell class / count / area, sq um / area share (%)
Multi-Input combinational cell: 51 / 538.0 / 53.88
Timing Repair Buffer: 40 / 376.6 / 37.72
Inverter: 5 / 26.28 / 2.632
Tap cell: 46 / 57.56 / 5.764
==> through the flow <==
stage	std cells	setup TNS (ps)	worst slack (ps)	cell area [sq um]
after floorplan	61	0	127.8	465.4
after global placement	132	-5744	-849.3	759.5
after detailed placement	132	-5795	-861.0	759.5
after CTS	141	-72.39	-33.25	978.4
after global routing	142	-123.9	-64.81	998.5
final	142	-45.68	-45.68	998.5
==> timing repair <==
action                                  CTS  global route
gates resized                            71            15
cloned                                    2             0
endpoints found under the hold margin     0             0
buffers inserted                          7             1
endpoints found under the setup margin    8             7
pin swaps                                12            12
Power figures rest on the tool's default switching activity, not on a simulated workload.
