<file path="run.sh">
#!/bin/bash
# OpenROAD 26Q1-2900-gdf79404cd8, Yosys 0.63+post, stock flow scripts
make -C /OpenROAD-flow-scripts/flow DESIGN_CONFIG=/design/flow/config.mk WORK_HOME=/design/flow/orfs finish
</file>
<file path="config.mk">
export PLATFORM = sky130hd
export DESIGN_NAME = InOutControl
export DESIGN_NICKNAME = InOutControl
export VERILOG_FILES = /design/flow/design.v
export SDC_FILE = /design/flow/constraint.sdc
export NUM_CORES = 4
export LEC_CHECK = 1
export CORE_AREA = 10 10 113 113
export DIE_AREA = 0 0 123 123
</file>
<file path="constraint.sdc">
current_design InOutControl

set clk_period 4.0
set clk_io_pct 0.2

create_clock -name clk0 -period $clk_period [get_ports {clk}]
create_clock -name clk1 -period $clk_period [get_ports {memCmdDoneIn}]
create_clock -name clk2 -period $clk_period [get_ports {sw}]

set non_clock_inputs [all_inputs -no_clocks]
set_input_delay [expr $clk_period * $clk_io_pct] -clock clk0 $non_clock_inputs
set_output_delay [expr $clk_period * $clk_io_pct] -clock clk0 [all_outputs]
</file>
<file path="design.v">
module InOutControl(
    input clk,               
    input [1:0] button,      
    input [3:0] sw,          
    input memCmdDoneIn,      
    input  [15:0] memDataIn, 
    output [1:0] memCmd,     
    output [15:0] ioDataOut, 
    output [24:0] memAddrOut, 
    output ioCmdDoneOut,      
    output [15:0] dispData  
);
logic [24:0] nextAddr;
logic [1:0] cmdLvl;
logic [1:0] currentCmd;
logic [3:0] swState;
logic localDone;
logic localMemCmd;
logic localIoCmdDoneOut;
logic [15:0] localIoDataOut;
logic [24:0] localMemAddrOut;
always@(posedge memCmdDoneIn) begin
    localMemAddrOut <= 32'h00000000;
    localIoDataOut <= 16'h0000;
    localIoCmdDoneOut <= 1'b0;
    if(cmdLvl != 2'b00) begin
    end
end
always @(posedge clk) begin          
    if(memCmdDoneIn == 1'b1) begin
        case(button) 
            2'b11 : begin   
                    cmdLvl <= 2'b00;  
                    localIoDataOut <= 16'h0000;
                    localMemAddrOut <= 32'h00000000;
                    localIoCmdDoneOut <= 1'b0;
                    localMemCmd <= 2'b11;
                    currentCmd <= 2'b00;  
            end
            2'b10 : begin  
                if(currentCmd == 2'b00) begin  
                    cmdLvl <= cmdLvl + 1;
                end
                else if(currentCmd == 2'b01) begin  
                    if(cmdLvl == 2'b11) begin
                        cmdLvl <= 2'b00;  
                        currentCmd <= 2'b00;  
                        localIoCmdDoneOut <= 1'b1;
                    end
                    cmdLvl <= cmdLvl + 1;
                end
                else if(currentCmd == 2'b10) begin 
                    cmdLvl <= cmdLvl + 1;
                end
            end
            2'b01: begin     
                    if(currentCmd == 2'b10 || currentCmd == 2'b11) begin
                        currentCmd <= 2'b00;
                    end 
                    else begin
                        currentCmd <= currentCmd + 1;
                    end
            end
            default : begin
            end
        endcase
        if(cmdLvl != 2'b00) begin  
            case(currentCmd)  
                2'b00 : begin  
                    localMemCmd <= 2'b00;
                    localIoDataOut <= 16'h0000;
                    localMemAddrOut <= nextAddr;
                    localIoCmdDoneOut <= 1'b1; 
                    if(nextAddr == 24'hFFFFFF) begin
                        nextAddr <= 24'h000000;
                        cmdLvl <= 2'b00;
                    end 
                    nextAddr++;
                    localIoCmdDoneOut <= 1'b1;
                end
                2'b01 : begin  
                end
                2'b10 : begin    
                end
                default : begin  
                    cmdLvl <= 2'b00;
                    localIoDataOut <= 16'h0000;
                    localMemCmd <= 2'b11;
                    currentCmd <= 2'b00;
                end
            endcase
        end
    end
end
always @(posedge sw[0])begin     
    if(memCmdDoneIn == 1'b1) begin
        case(currentCmd)
            2'b01 : begin 
                case(cmdLvl)
                    2'b01 : begin   
                        if(localMemAddrOut[3:0] == 4'hF) begin
                            localMemAddrOut[3:0] <= 4'h0;
                        end
                        else begin
                            localMemAddrOut[3:0]++;
                        end
                    end
                    2'b10 : begin  
                        if(localMemAddrOut[19:16] == 4'hF) begin
                            localMemAddrOut[19:16] <= 4'h0;
                        end
                        else begin
                            localMemAddrOut[19:16]++;
                        end
                    end
                    2'b11 : begin    
                        if(localIoDataOut[3:0] == 4'hF) begin
                            localIoDataOut[3:0] <= 4'h0;
                        end
                        else begin
                            localIoDataOut[3:0]++;
                        end
                    end
                    default : begin
                    end
                endcase
            end
            2'b10 : begin 
                case(cmdLvl)
                    2'b01 : begin  
                        if(localMemAddrOut[3:0] == 4'hF) begin
                            localMemAddrOut[3:0] <= 4'h0;
                        end
                        else begin
                            localMemAddrOut[3:0]++;
                        end
                    end
                    2'b10 : begin  
                        if(localMemAddrOut[19:16] == 4'hF) begin
                            localMemAddrOut[19:16] <= 4'h0;
                        end
                        else begin
                            localMemAddrOut[19:16]++;
                        end
                    end
                    default : begin
                    end
                endcase
            end
            default : begin
            end
        endcase
    end
end
always @(posedge sw[1])begin     
    if(memCmdDoneIn == 1'b1) begin
        case(currentCmd)
            2'b01 : begin 
                case(cmdLvl)
                    2'b01 : begin   
                        if(localMemAddrOut[7:4] == 4'hF) begin
                            localMemAddrOut[7:4] <= 4'h0;
                        end
                        else begin
                            localMemAddrOut[7:4]++;
                        end
                    end
                    2'b10 : begin  
                        if(localMemAddrOut[23:20] == 4'hF) begin
                            localMemAddrOut[23:20] <= 4'h0;
                        end
                        else begin
                            localMemAddrOut[23:20]++;
                        end
                    end
                    2'b11 : begin    
                        if(localIoDataOut[7:4] == 4'hF) begin
                            localIoDataOut[7:4] <= 4'h0;
                        end
                        else begin
                            localIoDataOut[7:4]++;
                        end
                    end
                    default : begin
                    end
                endcase
            end
            2'b10 : begin  
                case(cmdLvl)
                    2'b01 : begin   
                        if(localMemAddrOut[7:4] == 4'hF) begin
                            localMemAddrOut[7:4] <= 4'h0;
                        end
                        else begin
                            localMemAddrOut[7:4]++;
                        end
                    end
                    2'b10 : begin  
                        if(localMemAddrOut[23:20] == 4'hF) begin
                            localMemAddrOut[23:20] <= 4'h0;
                        end
                        else begin
                            localMemAddrOut[23:20]++;
                        end
                    end
                    default : begin
                    end
                endcase
            end
            default : begin
            end
        endcase
    end
end
always @(posedge sw[2])begin     
    if(memCmdDoneIn == 1'b1) begin
        case(currentCmd)
            2'b01 : begin 
                case(cmdLvl)
                    2'b01 : begin   
                        if(localMemAddrOut[11:8] == 4'hF) begin
                            localMemAddrOut[11:8] <= 4'h0;
                        end
                        else begin
                            localMemAddrOut[11:8]++;
                        end
                    end
                    2'b10 : begin  
                        if(localMemAddrOut[24] == 1'b1) begin
                            localMemAddrOut[24] <= 1'b0;
                        end
                        else begin
                            localMemAddrOut[24]++;
                        end
                    end
                    2'b11 : begin    
                        if(localIoDataOut[11:8] == 4'hF) begin
                            localIoDataOut[11:8] <= 4'h0;
                        end
                        else begin
                            localIoDataOut[11:8]++;
                        end
                    end
                    default : begin
                    end
                endcase
            end
            2'b10 : begin  
                case(cmdLvl)
                    2'b01 : begin   
                        if(localMemAddrOut[11:8] == 4'hF) begin
                            localMemAddrOut[11:8] <= 4'h0;
                        end
                        else begin
                            localMemAddrOut[11:8]++;
                        end
                    end
                    2'b10 : begin  
                        if(localMemAddrOut[24] == 1'b1) begin
                            localMemAddrOut[24] <= 1'b0;
                        end
                        else begin
                            localMemAddrOut[24]++;
                        end
                    end
                    default : begin
                    end
                endcase
            end
            default : begin
            end
        endcase
    end
end
always @(posedge sw[3])begin     
    if(memCmdDoneIn == 1'b1) begin
        case(currentCmd)
            2'b01 : begin 
                case(cmdLvl)
                    2'b01 : begin   
                        if(localMemAddrOut[15:12] == 4'hF) begin
                            localMemAddrOut[15:12] <= 4'h0;
                        end
                        else begin
                            localMemAddrOut[15:12]++;
                        end
                    end
                    2'b10 : begin 
                    end
                    2'b11 : begin    
                        if(localIoDataOut[15:12] == 4'hF) begin
                            localIoDataOut[15:12] <= 4'h0;
                        end
                        else begin
                            localIoDataOut[15:12]++;
                        end
                    end
                    default : begin
                    end
                endcase
            end
            2'b10 : begin  
                case(cmdLvl)
                    2'b01 : begin   
                        if(localMemAddrOut[15:12] == 4'hF) begin
                            localMemAddrOut[15:12] <= 4'h0;
                        end
                        else begin
                            localMemAddrOut[15:12]++;
                        end
                    end
                    2'b10 : begin 
                    end
                    default : begin
                    end
                endcase
            end
            default : begin
            end
        endcase
    end
end
    assign memCmd = localMemCmd;
    assign ioDataOut = localIoDataOut; 
    assign memAddrOut = localMemAddrOut;
    assign ioCmdDoneOut = localIoCmdDoneOut;
endmodule
</file>
==> summary.txt <==
Max IR drop VDD - 0.246 mV
Pwr per Cell Area - 617 mW/mm^2
maximum fanout along the worst path - 12
Worst Setup Slack, final - 1.32 ns
post-layout util - 0.217
Congestion Overflow GR - 0
cell taking the most area after synthesis - edfxtp_1
Comb power frac - 0.224
most used cell, CP - clkbuf_8
Area Growth Syn to Fin - 6.41%
RSZ-0062 raised after global routing - no
Async SR Flop Fraction - 0
Die X - 123 um
Post-Synthesis Cells - 193
Lkg Pwr - 0.900 nW
Max Cap Viol - 0
sequential power share - 0.470
CP bufs+invs - 4
most numerous cell in the Yosys netlist - buf_4
Synth top area share - 0.427
Fin Hold WS - 0.0593 ns
Synth warnings - 142
die area - 0.0151 sq mm
chip area line of the yosys report - 0.00211 sq mm
Int Power - 922 uW
Initial DRT Pass Iterations - 4
list of most frequent post-synthesis cells - buf_4, edfxtp_1, xnor2_1
Hold Crit Class - clock port to flop
CTS Hold Bufs - 0
# Cells Yosys - 193
CP top delay family - buffers and inverters
Tot GR Track Use - 0.0428
dpl ws - 0.779 ns
Post-CTS Setup Bufs - 0
vias in the first global route - 1398
CP Cell Sequence - clkbuf_8 -> clkbuf_8 -> nor3b_1 -> clkbuf_8 -> clkbuf_8
EDFF count, synth - 30
non-filler cells, final - 344
switching share of power - 0.333
total negative slack - 0 ns
CP Data Arrival Time - 2.71 ns
slowest CP cell - clkbuf_8
total power - 1.38 mW
vias - 1195
Placed Cells - 330
Req. time, crit path - 4.03 ns
Resized Gates After CTS - 0
register area share after synthesis - 0.427
Design Area, Final - 0.00224 sq mm
vias per inst - 3.47
tool warnings - 52
I/O Buffers - 3
CP Launch Type - clock port
Reg clk slew, reported paths - 0.06 ns
Crit Path Class - clock port to flop
flops out of synthesis - 30
Clock Power Share - 0.306
Most common reg cell - edfxtp_1
core utilization at floorplan - 0.204
Hold Fails Final Rpt - 0
Setup Skew - 0.00608 ns
FP Rows - 37
Yosys cell types - 32
number of diodes - 0
post-place instance area - 0.00208 sq mm
Post-Syn Area per Cell - 10.9 sq um
Final HPWL DP - 2440 um
antenna violations before repair - 0
TritonCTS clock tree - yes
status - finished clean
Core Region - 0.0103 sq mm
Synth Cell Area - 0.00211 sq mm
Finish-stage setup viols - 0
Max Slew Vio Count - 0
largest net degree at the start of global routing - 15
Post-Route WL - 3430 um
DRT iter0 DRCs - 41
DR WL/cell - 9.96 um
share of cells above drive strength 1 - 0.0865
CP peak stage delay - 0.18 ns
crit end category - flop
switching power - 461 uW
first-pass GRT wire length - 5560 um
RePlAce Congestion - 0.755
Die Y - 123 um
Top area cell types - edfxtp_1, buf_4, xnor2_1
drt drc - 0
antenna viol nets, final - 0
Top Ports - 84
layer usage:
layer | track usage | share of wire | vias to the layer above
met5 | 0 | 0 | -
met1 | 0.0535 | 0.47 | 556
met4 | 0.0255 | 0.027 | 0
met3 | 0.0222 | 0.062 | 8
li1 | - | - | 573
met2 | 0.0579 | 0.44 | 58
final cells by class:
| cell class | count | area, sq um |
|---|---|---|
| clock buffer | 12 | 155 |
| clock inverter | 2 | 12.5 |
| fill | 1107 | 8080 |
| inverter | 9 | 33.8 |
| multi-input combinational | 152 | 941 |
| sequential | 30 | 901 |
| tap | 136 | 170 |
| timing repair buffer | 3 | 30.0 |
path summary, 6_finish.rpt:
kind	start	end	slack, ns	cells after the start
max	memCmdDoneIn	nextAddr[13]	1.32	5
min	memCmdDoneIn	currentCmd[1]	0.06	2
max reg2reg	currentCmd[0]	cmdLvl[0]	1.92	6
min reg2reg	nextAddr[20]	nextAddr[20]	0.58	1
power groups by stage:
stage                 Sequential [mW]  Clock (mW)  Combinational [mW]
after CTS                       0.650       0.444               0.314
after global routing            0.670       0.465               0.357
final                           0.651       0.423               0.310
cell families (layout without fill, tap and decap cells):
logic type                 Yosys count  after routing  share of synthesized area
muxes                                1              1                    0.00475
AOI/OAI and AO/OA                    9              9                     0.0320
xor gates and xnor gates            24             24                     0.0997
other                                1             59                    0.00178
buffers and inverters               69             26                      0.230
and+or+nand+nor                     50             50                      0.151
adders and majority gates            9              9                     0.0534
DFF                                 30             30                      0.427
placed cells by master (no fill, tap or decap), drive strengths merged, types with 2 or more instances in the layout:
master and n:
clkinv 2, nor2b 3, xor2 8, nand4 5, clkbuf 12, nor2 8
nand2 9, inv 9, nand3 9, nor3 3, ha 9, conb 59
nor4 2, edfxtp 30, and3 4, a22oi 2, and4 2, clkdlybuf4s50 3
o21ai 2, xnor2 16
worst reg2reg max path, stage by stage, from the launching register on:
cell and delay [ns]:
edfxtp_1 0.42, inv_1 0.10, ha_1 0.34, or4b_1 0.50
nor4_1 0.19, a31oi_1 0.13, and2_1 0.15
state kept, by name, indices dropped and copies added, names as in the netlist:
register     cells
nextAddr        25
cmdLvl           2
currentCmd       2
localMemCmd      1
Power and IR drop assume default switching activity.
